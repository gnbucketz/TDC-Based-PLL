**/design/flow/config.mk**
```make
export PLATFORM = sky130hd
export DESIGN_NAME = pll_top
export DESIGN_NICKNAME = pll_top
export VERILOG_FILES = /design/flow/design.v
export SDC_FILE = /design/flow/constraint.sdc
export NUM_CORES = 4
export LEC_CHECK = 1
export CORE_UTILIZATION = 40
```
**/design/flow/constraint.sdc**
```tcl
current_design pll_top

set clk_period 6.6
set clk_io_pct 0.2

create_clock -name clk0 -period $clk_period [get_ports {clk}]

set non_clock_inputs [all_inputs -no_clocks]
set_input_delay [expr $clk_period * $clk_io_pct] -clock clk0 $non_clock_inputs
set_output_delay [expr $clk_period * $clk_io_pct] -clock clk0 [all_outputs]
```
**/design/flow/design.v**
```verilog
`timescale 1ns / 1ps
module pll_top #(
parameter WIDTH = 16
)(
    input  wire clk,
    input  wire ext_rst,
    input  wire ref_sig,
    output wire pll_out
);
    wire [WIDTH-1:0] accum_var;
    wire [WIDTH-1:0] phase;
    wire signed [WIDTH-1:0] tdc;
    wire valid;
    wire cmp_sig;
    assign cmp_sig = pll_out;
    pd #(.WIDTH(WIDTH)) u_pd (
        .ref_sig(ref_sig),
        .cmp_sig(cmp_sig),
        .clk(clk),
        .ext_rst(ext_rst),
        .tdc(tdc),
        .valid(valid)
    );
    lf #(.WIDTH(WIDTH)) u_lf (
        .clk(clk),
        .ext_rst(ext_rst),
        .valid(valid),
        .tdc(tdc),
        .accum_var(accum_var)
    );
    nco #(.WIDTH(WIDTH)) u_nco (
        .clk(clk),
        .ext_rst(ext_rst),
        .accum_var(accum_var),
        .sig_out(pll_out),
        .phase(phase)
    );
endmodule    
module pd #(
parameter WIDTH = 16
)(
    input wire ref_sig,
    input wire cmp_sig,
    input clk,
    input ext_rst,
    output reg signed [WIDTH-1:0] tdc,
    output reg valid  
);
    reg ref_1;
    reg ref_2; 
    reg cmp_1;
    reg cmp_2;
    reg ref_prev;
    reg cmp_prev;
    reg counting;
    reg [WIDTH-1:0] counter;
    reg first_ref;
    always @ (posedge clk or posedge ext_rst) begin       
        if (ext_rst) begin
            ref_1 <= 0;
            ref_2 <= 0;
            cmp_1 <= 0;
            cmp_2 <= 0;
        end else begin
            ref_1 <= ref_sig;
            ref_2 <= ref_1;
            cmp_1 <= cmp_sig;
            cmp_2 <= cmp_1;            
        end
    end       
    always @ (posedge clk or posedge ext_rst) begin
        if (ext_rst) begin
            ref_prev <= 0;
            cmp_prev <= 0;
            first_ref <= 0;
        end else begin
            ref_prev <= ref_2; 
            cmp_prev <= cmp_2;    
        end
    end
    wire ref_rise;
    wire cmp_rise;
    assign ref_rise = (ref_2 & ~ref_prev);
    assign cmp_rise = (cmp_2 & ~cmp_prev);   
    always @ (posedge clk or posedge ext_rst) begin
        if (ext_rst) begin     
            counter <= 0;
            counting <= 0;
            tdc <= 0;
            valid <= 0;
        end else begin
            valid <= 0;    
            if (counting) begin
                counter <= counter + 1'b1;
            end            
            if (!counting && (ref_rise || cmp_rise)) begin
                counting <= 1'b1;
                counter <= 0;
                first_ref <= ref_rise;
            end
            if (counting) begin
                if (first_ref && cmp_rise) begin
                    counting <= 1'b0;
                    tdc <=  $signed(counter);   
                    valid <= 1'b1;
                end else if (!first_ref && ref_rise) begin
                    counting <= 1'b0;
                    tdc <= -$signed(counter);   
                    valid <= 1'b1;
                end
            end    
        end
    end
endmodule
module lf#(
    parameter WIDTH = 16,
    parameter [WIDTH-1:0] SPEED_MAX = 16'hFFFF,
    parameter [WIDTH-1:0] SPEED_MIN = 16'h0000,
    parameter [WIDTH-1:0] SPEED_DEF = 16'h1000,
    parameter [WIDTH-1:0] bit_incr  = 16'd16,
    parameter [WIDTH-1:0] ACCUM_MIN = 16'd4000,
    parameter [WIDTH-1:0] ACCUM_MAX = 16'd12000,
    parameter integer P_SHIFT = 4,
    parameter integer I_SHIFT = 8
)(
    input clk,
    input ext_rst,
    input valid,
    input  wire signed [WIDTH-1:0] tdc,
    output reg [WIDTH-1:0] accum_var
);
reg signed [WIDTH:0] accum_prev;
reg signed [WIDTH:0] i_sum;
wire signed [WIDTH:0] i_calc;
wire signed [WIDTH:0] accum_calc;
wire signed [WIDTH:0] i_term;
wire signed [WIDTH:0] p_term;
assign i_term = $signed(tdc) >>> I_SHIFT;
assign p_term = $signed(tdc) >>> P_SHIFT;
assign i_calc  = i_sum + i_term;
assign accum_calc = accum_prev + p_term + i_term;
always @ (posedge clk or posedge ext_rst) begin
    if (ext_rst) begin
        accum_var  <= (ACCUM_MIN + ACCUM_MAX)/2;
        accum_prev <= $signed({1'b0, (ACCUM_MIN + ACCUM_MAX)/2});
        i_sum      <= 0;
    end else if (valid) begin
        i_sum      <= i_calc;
        if (accum_calc < $signed({1'b0, ACCUM_MIN})) begin  
            accum_var <= ACCUM_MIN;
            accum_prev <= $signed({1'b0, ACCUM_MIN});
        end else if (accum_calc > $signed({1'b0, ACCUM_MAX})) begin  
            accum_var <= ACCUM_MAX;
            accum_prev <= $signed({1'b0, ACCUM_MAX});
        end else begin
            accum_var <= accum_calc[WIDTH-1:0];
            accum_prev <= accum_calc;       
        end
    end
end
endmodule
module nco #(
    parameter WIDTH = 16
)(
    input clk, 
    input ext_rst,
    input [WIDTH-1:0] accum_var,
    output reg sig_out,
    output reg [WIDTH-1:0] phase
);
    wire [WIDTH-1:0] updated_phase;
    assign updated_phase = phase + accum_var;
    always @ (posedge clk or posedge ext_rst) begin
        if (ext_rst) begin
            sig_out <= 1'b0;
            phase <= 0;
        end else begin
            phase <= updated_phase;
            sig_out <= updated_phase[WIDTH-1];
        end
    end
endmodule
```
**/design/flow/run.sh**
```bash
#!/bin/bash
# OpenROAD 26Q1-2900-gdf79404cd8, Yosys 0.63+post, stock flow scripts
make -C /OpenROAD-flow-scripts/flow DESIGN_CONFIG=/design/flow/config.mk WORK_HOME=/design/flow/orfs finish
```
==> Changelog: implementation <==
## Implementation

* Placed Cells at around 610
* Start point of the worst hold path: u_pd.cmp_1$_DFF_PP0_
* Post-route worst setup slack at about 2.8 ns
* Yosys synthesis chip area at around 0.0046 mm²
* Chip Height at about 110 µm
* Routed len/inst at 14.7 µm
* Die area at roughly 0.012 mm²
* Slew HR at 0.555
* Synth Instances at between 400 and 500
* Drt first pass iters at 4
* Peak Freq at approximately 0.26 GHz
* GRT Total Usage at 0.177
* GRT overflow at 0
* Outcome: finished, final reports clean
* First-pass GRT wire length at between 15,000 and 20,000 µm
* YS warnings at 5
* Dominant Register Cell: dfrtp_1
* Post-route insts no fill at 627
* Worst-margin pin slew at approximately 0.67 ns
* Flops after synth at 69
* Critical path arrival at just under 4 ns
* Unique cell types at 66
* Cell area after synthesis at between 0.004 and 0.005 mm²
* Synth async-reset ratio at 1.00
* CTS HTree Levels at 3
* WP data required at between 6 and 7 ns
* Largest net degree at the start of global routing at 38
* Most frequent logic cell in the layout: dfrtp_1
* Final Hold Vio Count at 0
* Vias in the first global route at about 3,300
* Number of I/O pins at 4
* Unrepaired setup endpoints after global routing: false
* Top cells, area: dfrtp_1 (34%), ha_1 (9.4%), fa_1 (5.6%)
* Gates resized, CTS repair at 0
* Seq share, synth at 0.374
* Crit-path max FO at 10
* Worst Hold Class: reg2reg
* Rows at 38
* Die W at 110 µm
* MaxCap Viol Count at 0
* Top cells excl fill/tap: dfrtp_1 (63), nand2_1 (38), o21ai_0 (36), ha_1 (35), nor2_1 (30)
* # setup viols final at 0
* CTS tree: built
* Detail Placement HPWL at around 7000 µm
* Biggest area consumer among synthesized cells: dfrtp_1
* Crit path launch: u_pd.tdc[15]$_DFFE_PP0P_
* Core box area at about 0.011 mm²
* Clock sink count at 69
* Count of library flops with an enable pin at 0
* GPL Wtd Cong at approximately 0.88
* Init Core Util at 0.419
* Vias per inst at ~5.5
* Clk pin slew, worst setup/hold paths at 0.05 ns
* Final period util at 0.572
* Total wire length at roughly 9200 µm
* Max Slew Vio Count at 0
* Area growth syn-to-layout at 10.2%
* Crit start category: flip-flop
* Antenna viol nets, final at 0
* Antenna violations before repair at 0
* Initial detailed-routing violation count at just under 200
* Residual DRC at 0
* Setup WS pre-CTS at 2.82 ns
* FF-to-FF Start: u_pd.tdc[15]$_DFFE_PP0P_
* N_diodes at 0
* Avg Cell Area, Syn at roughly 9.6 µm²
* Tool Warnings at 26
* Setup_tns at 0 ns
* TritonCTS buffer count at 9
* Final min period at ~3.8 ns
* Setup bufs post-CTS at 0
* Layout cell share with drive strength beyond 1 at 0.0698
* Vias at approximately 3,500
* Hold_ws at between 0.3 and 0.4 ns
* Yosys Instances at 481
* Clock Latency Late Sink at about 0.32 ns
* Post-synth top area share at 0.340
* Setup Skew at between 0.005 and 0.006 ns
* Port bufs at 3
* Worst setup EP type: flip-flop
* CP Class: reg2reg
* Hold Buf Count CTS at 0
* Max clock buf depth at 2
* Root buf cell: clkbuf_16
## sequential cells by signal (all words and copies together), names as in the netlist, 2 cells and up
signal           cells
u_nco.phase         16
u_lf.accum_var      15
u_lf.accum_prev      2
u_pd.counter        16
u_pd.tdc            12
## cells in the mapped netlist (8+ instances only)
cell type / count
nor2_1: 30
a21o_1: 8
o21ai_0: 36
nand2_1: 38
nor3_1: 13
a21oi_1: 22
clkbuf_1: 12
xnor2_1: 20
fa_1: 13
inv_1: 29
ha_1: 35
nand3_1: 18
nand4_1: 8
dfrtp_1: 63
xor2_1: 16
## kinds of logic after synthesis
family,Yosys count,synth area share
xor gates and xnor gates,36,0.0679
DFF,69,0.374
muxes,4,0.00890
buffers and inverters,44,0.0369
AOI/OAI and AO/OA,130,0.197
and+or+nand+nor,150,0.166
adders and majority gates,48,0.150
## cell type report
cell class / count / area, µm²
fill: 1032 / 5970
multi-input combinational: 368 / 2740
sequential: 69 / 1730
clock buffer: 14 / 254
tap: 140 / 175
inverter: 29 / 109
clock inverter: 2 / 60.1
timing repair buffer: 5 / 45.0
## final timing paths
kind                       cells past startpoint                        endpoint  slack [ns]
min in group asynchronous                      2     u_pd.counter[0]$_DFFE_PP0P_        1.41
hold / removal                                 0            u_pd.cmp_2$_DFF_PP0_        0.35
setup / recovery                              10   u_lf.accum_var[7]$_DFFE_PP0P_        2.82
max in group asynchronous                      3  u_lf.accum_var[11]$_DFFE_PP1P_        4.24
hold reg to reg                                0            u_pd.cmp_2$_DFF_PP0_        0.35
setup reg to reg                              10   u_lf.accum_var[7]$_DFFE_PP0P_        2.82
## routing by layer
metal  share of wire  vias to the layer above  global-route usage
met2            0.46                       40               0.278
met1            0.50                     1653               0.273
li1                -                     1754                   -
met5               0                        -                   0
met4          0.0081                        0              0.0133
met3           0.031                        7              0.0356
## critical path, stage by stage, from the launching register on
cell and delay, ns:
dfrtp_1 0.61, fa_1 0.50, ha_1 0.44, nand4_1 0.19
or4_4 0.53, and3_4 0.20, a311oi_4 0.37, a41o_1 0.14
o221a_2 0.30, nand4_4 0.17, o22a_1 0.21
## metrics by stage
| step | instance area [µm²] | util |
|---|---|---|
| CTS | 5110 | 0.461 |
| finish | 5110 | 0.461 |
| global route | 5110 | 0.461 |
| global placement | 4800 | 0.433 |
| floorplan | 4640 | - |
| detailed placement | 4800 | 0.433 |
